--- design/flow/config.mk ---
export PLATFORM = sky130hd
export DESIGN_NAME = top
export DESIGN_NICKNAME = top
export VERILOG_FILES = /design/flow/design.v
export SDC_FILE = /design/flow/constraint.sdc
export NUM_CORES = 4
export LEC_CHECK = 1
export CORE_UTILIZATION = 30
--- design/flow/run.sh ---
#!/bin/bash
# OpenROAD 26Q1-2900-gdf79404cd8, Yosys 0.63+post, stock flow scripts
make -C /OpenROAD-flow-scripts/flow DESIGN_CONFIG=/design/flow/config.mk WORK_HOME=/design/flow/orfs finish
--- design/flow/constraint.sdc ---
current_design top

set clk_period 26.7
set clk_io_pct 0.2

create_clock -name clk0 -period $clk_period [get_ports {clk}]

set non_clock_inputs [all_inputs -no_clocks]
set_input_delay [expr $clk_period * $clk_io_pct] -clock clk0 $non_clock_inputs
set_output_delay [expr $clk_period * $clk_io_pct] -clock clk0 [all_outputs]
--- design/flow/design.v ---
`timescale 1ns / 1ns
module ClockDivider #(parameter PRESCALER = 25_000_000)(
    input clkin,
    output reg clkout
    );
    reg [24:0] count;
    initial begin
        count = 0;
        clkout = 0;
    end
    always @(posedge clkin) begin
        if(count == PRESCALER) begin
            count <=0;
            clkout <= ~clkout;
        end
        else begin
            count <= count + 1;
        end
    end
endmodule
`timescale 1ns / 1ps
module DoubleSevenSegment(
    input clk,
    input [3:0] a,
    input [3:0] b,
    input [3:0] c,
    input [3:0] d,
    output [6:0] out,
    output [0:3] an
    );
    wire sel, sel2;
    wire [3:0] d1, d2, d3;
    ClockDivider #(.PRESCALER(25000)) CDK(
                    .clkin(clk),
                    .clkout(sel)
                    );
    ClockDivider #(.PRESCALER (50001)) CDK1(
                     .clkin(clk),
                    .clkout(sel2)
    );
    MUXarray run1 (.a(a), .b(c), .sel(sel), .o(d1));
    MUXarray run2 (.a(b), .b(d), .sel(sel), .o(d2));
    MUXarray run3 (.a(d1), .b(d2), .sel(sel2), .o(d3));
    NewSevenSegment run4 (.d(d3), .seg(out));
   assign an[0] = ~sel & ~sel2;
   assign an[1] = sel & ~sel2;
   assign an[2] = ~sel & sel2;
   assign an[3] = sel & sel2;
endmodule
`timescale 1ns / 1ps
module FSM(
    input bu, br, bl, bd, reset,
    input [7:0]a,b,
    input clk,
    output reg [15:0]led
    );
    reg[3:0]state;
    initial begin
    state = 0;
    led = 0;
    end
    always @(posedge clk) begin
        case(state)
        4'b0000:begin
            if(bu ==1)begin
                state <=1;
                led <= a+b;
            end
            else if(br ==1)begin
                state <=2;
                led <= a-b;
            end
             else if(bd ==1)begin
                state <=3;
                led <=a*b;
            end
             else if(bl ==1 && b != 0)begin
                state <=4;
                led <=a/b;
            end
            else if(bl ==1 && b == 0)begin
                state <=4;
                led <=0;
            end
            else if(reset == 1)begin
                state <= 0;
                led <= 0;
            end
        end
        4'b0001:begin
            if (bl ==1) begin
                led <= led << 1;
                state <= 5;
            end
            else if(br ==1)begin
                led <= led >> 1;
                state <= 6;
            end
            else if(bd ==1)begin
                led <= a|b;
                state <= 7;
            end
            if(reset ==1)begin
                state <=0;
                led <=0;
                end
        end
        4'b0010:begin
            if(reset ==1)begin
                state <=0;
                led <=0;
            end
            if(reset ==1)begin
                state <=0;
                led <=0;
                end
        end
        4'b0011:begin
            if(bu ==1) begin
                led <=a&b;
                state <= 8;
            end
            if(reset ==1)begin
                state <=0;
                led <=0;
                end
        end
        4'b0100:begin
            if(reset ==1)begin
                state <=0;
                led <=0;
            end
        end
         4'b0101:begin
            if(reset ==1)begin
                state <=0;
                led <=0;
            end
        end
         4'b0110:begin
            if(reset ==1)begin
                state <=0;
                led <=0;
            end
        end
         4'b0111:begin
            if(reset ==1)begin
                state <=0;
                led <=0;
            end
        end
         4'b1000:begin
            if(reset ==1)begin
                state <=0;
                led <=0;
            end
        end
        default:begin
            state <= 0;
            led <=0;
        end
   endcase
   end     
endmodule
`timescale 1ns / 1ps
module MUXarray #(parameter SIZE=4)(
    input [SIZE-1:0] a,
    input [SIZE-1:0] b,
    input sel,
    output [SIZE-1:0] o
    );
    genvar i;
    generate 
        for(i=0; i<SIZE; i=i+1) begin
            MUX m(
                .i({a[i],b[i]}),
                .sel(sel),
                .o(o[i])
                );
        end
    endgenerate 
endmodule
`timescale 1ns / 1ps
module NewSevenSegment(
    input [3:0] d,
    output [6:0] seg
    );
    wire [15:0] o;
    decoder4_16 D(.d(d), .o(o));
    assign seg [0] = ~| (16'hB7EB& o);
    assign seg [1] = ~| (16'hF9E4& o);
    assign seg [2] = ~| (16'hDFF4& o);
    assign seg [3] = ~| (16'hB6DE& o);
    assign seg [4] = ~| (16'hA2BF& o);
    assign seg [5] = ~| (16'h8EFB& o);
    assign seg [6] = ~| (16'h3EF7& o);
endmodule
`timescale 1ns / 1ps
module decoder3_8(
    input [2:0] d,
    input en,
    output reg [7:0] o
    );
always @(*) begin
    if (en) begin
        case (d)
            3'd7: o=8'd1;
            3'd6: o=8'd2;
            3'd5: o=8'd4;
            3'd4: o=8'd8;
            3'd3: o=8'd16;
            3'd2: o=8'd32;
            3'd1: o=8'd64;
            3'd0: o=8'd128;
        endcase
    end
    else
        o=8'd0;
end
endmodule
`timescale 1ns / 1ps
module decoder4_16(
    input [3:0]d,
    output [15:0]o
    );
    wire en1, en2;
    assign en1 = d[3];
    assign en2 = ~d[3];
    decoder3_8 low ( 
        .en(en1),
        .d(d),
        .o(o[7:0])
        );
    decoder3_8 high(
        .en(en2),
        .d(d),
        .o(o[15:8])
        );
endmodule
`timescale 1ns / 1ps
module MUX(
    input [1:0]i,
    input sel,
    output o
    );
    assign o = (sel & i[1]) | (~sel & i[0]);
endmodule
`timescale 1ns / 1ps
module top(
output[15:0]led,
    input [15:0]sw,
    output[6:0]seg,
    input btnC, btnU, btnL, btnR, btnD,
    output [3:0] an,
    input clk
    );
    wire [3:0] bicks;
    assign an = ~bicks;
    FSM tig (.bu(btnU),.br(btnR),.bl(btnL),.bd(btnD),
             .reset(btnC),.a(sw[15:8]),.b(sw[7:0]),.clk(clk),.led(led));
    DoubleSevenSegment biddies (.clk(clk),.a(led[15:12]),.b(led[11:8]),.c(led[7:4]),.d(led[3:0]), .an(bicks), .out(seg));
endmodule
==> flow_summary.yaml <==
# generated from flow reports
outcome:
  status: "complete, but fails checks"
  violations: "negative setup slack"
power_and_ir_drop:
  p_clk_frac: 0.048
  netSwitchingFraction: 0.430
  p_switching_mw: 1.16
  ir_worst_vdd_mv: 0.277
  comb_power_share: 0.893
  p_per_area_nw_per_um2: 158
  p_leak_nw: 7.69
  p_seq_frac: 0.059
  p_int_mw: 1.54
grt:
  antenna_found_initial: 0
  track_usage: 0.192
  overflow: 0
  grt_pass1_wl_mm: 63.0
  grt_pass1_vias: 12312
  grt_max_degree: 44
clocking:
  cts_buffer_depth: 2
  clkLatencyLatePin_ns: 0.33
  htreeDepth: 3
  tritoncts: "yes"
  clk_pin_slew_ns: 0.06
  root_buffer: "clkbuf_16"
  cts.sinks: 72
  holdBufCountCts: 0
  cts_buffers: 9
timing:
  slew_headroom: 0.471
  fin_skew_ns: 0.00595
  clock.fmax_mhz: 36.3
  setup_viol: 2
  slew_violations: 0
  final_hold_viol_count: 0
  setup_tns_ns: -0.904
  finalClockPeriodUsage: 1.03
  hold_slack_ns: 0.465
  min_period_ns: 27.58
  worst_pin_slew_ns: 0.789
  fin_ws_ns: -0.883
  grt_setup_unrepaired: "yes"
setup_path:
  crit_start: "sw[2]"
  cp_top_family: "AND-OR/OR-AND gates"
  start_kind: "input port"
  r2r_start: "tig.state[1]"
  r2r_slack_ns: 24.51
  cp.required_ns: 26.78
  reg2reg_depth: 12
  critPathMaxFanout: 7
  path_class: "input port to register"
  critPathBufInv: 26
  arrival_ns: 27.66
  path_depth: 140
  slowest_stage: "a2111o_1"
  max_stage_delay_ns: 0.48
  worst_setup_path_end_kind: "register"
  cpMostUsedCell: "buf_4"
route:
  viasPerCell: 5.18
  dr.pass1.iters: 5
  ant_nets: 0
  n_antenna_cell: 0
  drt_wl_total_mm: 38.9
  vias: 12967
  wl_per_cell_um: 15.5
  drc: 0
  drtIter0Drc: 716
synthesis:
  syn_avg_cell_area_um2: 7.73
  netlist_area_um2: 12100
  yosys-stat-cells: 1568
  yosys_warnings: 6
  yosysUniqueCellTypes: 101
  ys_sh_adder: 0.235
  yosysMostFrequentCell: "nor2_1"
  mux_share: 0.0380
  ys_seq_frac: 0.137
  top_area_frac: 0.171
  simple_gate_area_frac: 0.214
  synthAoiAreaFrac: 0.247
  logic_family: "AND-OR/OR-AND gates"
  edf_count: 22
  synthCells: 1568
  async_flop_share: 0
  top_area_cell: "ha_1"
  yosysChipArea_um2: 12100
  ys_top_cells_by_area: "ha_1 (17%), dfxtp_1 (8.3%), fa_1 (6.3%)"
  ys.flop_type: "dfxtp_1"
  synth.top_cells.by_count: "nor2_1 (180), ha_1 (166), nand2_1 (135), inv_1 (112), a21oi_1 (111)"
  synth-xor-area-share: 0.0745
  ys.flops: 72
layout:
  seqCellArea_um2: 1660
  fillers: 3850
  finalInstanceArea_um2: 17100
  area_growth_pct: 41.5
  layout-drive-gt1-share: 0.295
  logic_area_um2: 10600
place:
  place_congestion: 0.942
  portBuffers: 48
  preCtsSetupSlack_ns: -2.27
  dpl-instance-area_um2: 15800
  hpwl_mm: 29.5
die:
  fp_util: 0.304
  die_h_um: 203
  rows: 73
  core_um2: 39800
  die_w_um: 203
  ios: 49
  chipArea_um2: 41200
min_path:
  hold_path_startpoint: "biddies.CDK.count[24]"
  hold_path_depth: 1
  hp-class: "register to register"
job:
  drv_cap: 0
  warnings: 49
-- worst paths after layout --
kind / to
worst max-delay path: tig.led[0]
worst min-delay path: biddies.CDK.count[24]
worst max register to register: tig.led[0]
worst min register to register: biddies.CDK.count[24]
-- routing by layer --
layer	vias up	track usage	share of wire
met5	-	0	0
met3	41	0.0385	0.062
met1	6081	0.286	0.49
met2	323	0.296	0.43
li1	6522	-	-
met4	0	0.0306	0.015
-- kinds of logic (layout without fill, tap and decap cells) --
| kind of cell | Yosys count | after routing |
|---|---|---|
| AND-OR/OR-AND | 441 | 442 |
| XOR/XNOR | 103 | 103 |
| adder cells (fa/ha/maj) | 205 | 205 |
| buffers and inverters | 165 | 565 |
| flip-flops | 72 | 72 |
| multiplexers | 35 | 35 |
| other | 1 | 8 |
| AND/OR/NAND/NOR | 546 | 546 |
-- through the flow --
| stage | std cells | power [mW] | utilization |
|---|---|---|---|
| floorplan | 1575 | 1.42 | - |
| global placement | 2410 | 2.25 | 0.397 |
| detailed placement | 2410 | 2.25 | 0.397 |
| CTS | 2482 | 2.57 | 0.419 |
| global route | 2501 | 2.96 | 0.431 |
| finish | 2501 | 2.70 | 0.431 |
-- flip-flops by register name, summed over array words and instances, names as in the netlist --
| signal | cells |
|---|---|
| biddies.CDK.count | 25 |
| tig.state | 4 |
| biddies.CDK.clkout | 1 |
| tig.led | 16 |
| biddies.CDK1.count | 25 |
| biddies.CDK1.clkout | 1 |
-- power by group through the flow --
stage	clock network, mW	logic (mW)	registers, mW
after global routing	0.138	2.66	0.162
final	0.129	2.41	0.160
after CTS	0.133	2.28	0.159
-- placed cells by master (no fill, tap or decap), types with 10 or more instances in the layout --
master           synthesis  final
buf_4                    2    378
nor2_1                 180    165
ha_1                   166    148
nand2_1                135    129
inv_1                  112    107
a21oi_1                111     88
o21ai_0                 85     65
xnor2_1                 63     63
dfxtp_1                 50     50
nor3_1                  53     49
nand3_1                 47     46
o21a_1                  46     44
clkdlybuf4s50_1          0     41
xor2_1                  40     39
fa_1                    38     38
a21o_1                  23     23
edfxtp_1                22     22
a21oi_2                  2     21
nand4_1                 20     20
or3_1                   19     17
ha_4                     0     16
o211ai_1                14     14
a211oi_1                17     13
o31ai_1                 19     13
and3_1                  14     13
o21ai_2                  1     12
a31oi_1                 13     12
mux2_2                  16     12
o21ai_1                  3     11
a221oi_1                11     11
clkbuf_16                0     11
a22oi_1                 10     10
o21bai_1                11     10
-- worst register-to-register path, delay by kind of cell (launching register included) --
family                 cells  cell delay (ns)
AOI/OAI and AO/OA          3             0.36
muxes                      1             0.14
buffers and inverters      1             0.21
DFF                        1             0.51
and+or+nand+nor            7             0.73
-- final cells by class --
cell class | instances | area share
Tap cell | 525 | 0.0383
Clock inverter | 4 | 0.00314
Clock buffer | 12 | 0.0163
Inverter | 114 | 0.0256
Timing Repair Buffer | 435 | 0.200
Multi-Input combinational cell | 1339 | 0.620
Sequential cell | 72 | 0.0969
-- repair_timing --
item                       CTS  global route
buffers inserted            55            19
setup endpoints to repair    2             2
gates resized               45            80
gates cloned                 1             0
pin swaps                   62            54
Power is estimated from default activity; no workload was simulated.
